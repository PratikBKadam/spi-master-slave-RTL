**flow/run.sh**
```bash
#!/bin/bash
# OpenROAD 26Q1-2900-gdf79404cd8, Yosys 0.63+post, stock flow scripts
make -C /OpenROAD-flow-scripts/flow DESIGN_CONFIG=/design/flow/config.mk WORK_HOME=/design/flow/orfs finish
```
**flow/config.mk**
```make
export PLATFORM = sky130hd
export DESIGN_NAME = spi
export DESIGN_NICKNAME = spi
export VERILOG_FILES = /design/flow/design.v
export SDC_FILE = /design/flow/constraint.sdc
export NUM_CORES = 4
export LEC_CHECK = 1
export CORE_UTILIZATION = 30
```
**flow/constraint.sdc**
```tcl
current_design spi

set clk_period 2.6
set clk_io_pct 0.2

create_clock -name clk0 -period $clk_period [get_ports {clk}]

set non_clock_inputs [all_inputs -no_clocks]
set_input_delay [expr $clk_period * $clk_io_pct] -clock clk0 $non_clock_inputs
set_output_delay [expr $clk_period * $clk_io_pct] -clock clk0 [all_outputs]
```
**flow/design.v**
```verilog
module spi(
input clk,rst,
input data_send_enable,
input [7:0]data_send_master,
input [7:0]data_send_slave,
output [7:0]data_receive_master,
output data_receive_master_enable,
output [7:0]data_receive_slave,
output data_receive_slave_enable,
output cs,sclk,miso,mosi
);
spi_master u1(
.data_send_enable(data_send_enable),
.data_send_master(data_send_master),
.clk(clk),
.rst(rst),
.miso(miso),
.mosi(mosi),
.sclk(sclk),
.cs(cs),
.data_receive_master(data_receive_master),
.data_receive_master_enable(data_receive_master_enable)
);
spi_slave u2(
.data_send_enable(data_send_enable),
.data_send_slave(data_send_slave),
.miso(miso),
.mosi(mosi),
.sclk(sclk),
.cs(cs),
.data_receive_slave(data_receive_slave),
.data_receive_slave_enable(data_receive_slave_enable)
);
endmodule
module spi_master
(
input data_send_enable,
input [7:0] data_send_master,
input clk,rst,miso,
output reg mosi,
output sclk,cs,
output [7:0] data_receive_master,
output reg data_receive_master_enable
);
reg [7:0]data_receive;
reg [7:0]data_sent;
reg [2:0]count_receive=3'b000;
reg [2:0]count_send=3'b000;
assign data_receive_master=data_receive_master_enable?data_receive:8'h00;
assign sclk=clk;
assign cs=~rst;
always @(posedge sclk or posedge cs)
begin
	if(cs)
	begin
		data_receive=8'h00;
		data_receive_master_enable=1'b0;
	end
	else
	begin
		if(count_receive==3'b111)
		begin
			data_receive[0]=miso;
			count_receive=3'b000;
			data_receive_master_enable=1'b1;
		end
		else
		begin
			data_receive[3'b111-count_receive]=miso;
			count_receive=count_receive+1'b1;
			data_receive_master_enable=1'b0;
		end
	end
end
always @(negedge clk or negedge rst)
begin
	if(!rst)
	begin
		data_sent=8'h00;
	end
	else
	begin
		if(data_send_enable)
		begin
			data_sent=data_send_master;
		end
		else
		begin
			data_sent=data_sent;
		end
	end
end
always @(negedge clk or negedge rst)
begin
	if(!rst)
	begin
		mosi=1'b0;
	end
	else
	begin
		if(count_send==3'b111)
		begin
			mosi=data_sent[0];
			count_send=3'b000;
		end
		else
		begin
			mosi=data_sent[3'b111-count_send];
			count_send=count_send+1'b1;
		end
	end
end
endmodule
module spi_slave
(
input data_send_enable,
input [7:0] data_send_slave,
input cs,sclk,mosi,
output reg miso,
output [7:0] data_receive_slave,
output reg data_receive_slave_enable
);
reg [7:0]data_receive;
reg [7:0]data_sent;
reg [2:0]count_receive=3'b000;
reg [2:0]count_send=3'b000;
assign data_receive_slave=data_receive_slave_enable?data_receive:8'h00;
always @(posedge sclk or posedge cs)
begin
	if(cs)
	begin
		data_receive=8'h00;
		data_receive_slave_enable=1'b0;
	end
	else
	begin
		if(count_receive==3'b111)
		begin
			data_receive[0]=mosi;
			count_receive=3'b000;
			data_receive_slave_enable=1'b1;
		end
		else
		begin
			data_receive[3'b111-count_receive]=mosi;
			count_receive=count_receive+1'b1;
			data_receive_slave_enable=1'b0;
		end
	end
end
always @(negedge sclk or posedge cs)
begin
	if(cs)
	begin
		data_sent=8'h00;
	end
	else
	begin
		if(data_send_enable)
		begin
			data_sent=data_send_slave;
		end
		else
		begin
			data_sent=data_sent;
		end
	end
end
always @(negedge sclk or posedge cs)
begin
	if(cs)
	begin
		miso=1'b0;
	end
	else
	begin
		if(count_send==3'b111)
		begin
			miso=data_sent[0];
			count_send=3'b000;
		end
		else
		begin
			miso=data_sent[3'b111-count_send];
			count_send=count_send+1'b1;
		end
	end
end
endmodule
```
==> flow_summary.yaml <==
# physical design summary
status:
  status: "finished with violations"
  violations: "setup timing"
sta:
  worst_pin_slew_ps: 497.7
  finalSetupTns_ps: -281.8
  rsz0062_at_grt: "true"
  slew_violations: 0
  finClkSkew_ps: 51.87
  setup_violations: 2
  relSlewSlack_pct: 66.82
  layout_setup_ws_ps: -151.6
  finalHoldViolations: 0
route:
  final_antenna_net_count: 0
  wl_per_cell_um: 11.28
  drt_iter0_markers: 50
  routed_wl_um: 3778
  drt_pass1_iterations: 4
  viasPerCell: 4.379
  drcViolationCount: 0
  diodes: 0
  routed-via-count: 1467
power_and_ir_drop:
  seqPwrFrac_pct: 49.4
  clockPowerShare_pct: 26.7
  p_per_area_mw_per_mm2: 745.0
  ir_drop_uv: 241.4
  pwr-share-comb_pct: 23.9
  p_int_mw: 1.616
  switching_share_pct: 26.89
  switchingPower_mw: 0.5946
  p_leak_nw: 1.282
floorplan:
  fp.coreArea_mm2: 0.007370
  die_area_mm2: 0.008062
  rows: 31
  die_w_um: 89.79
  fp_util_pct: 31.38
  boundaryPins: 41
  die_h_um: 89.79
global_routing:
  grt_pass1_vias: 1497
  antenna_found_initial: 0
  grt_remaining_overflow: 0
  grt_usage_pct: 10.66
  grtUsageMet2_pct: 15.64
  globalRouteMet3Util_pct: 3.179
  grt_use_met1_pct: 16.52
  busiest_layer: "met1"
  grt_pass1_wl_um: 6824
  grt_max_degree: 42
yosys:
  netlist_instances: 181
  ys_warn_count: 2
  netlist_top_cells_count: "20 x mux2_2, 18 x dfrtn_1, 18 x dfrtp_1"
  syn_area_mm2: 0.002312
  synthArstFlopShare_pct: 75.00
  ys_top_cells_by_area: "dfrtn_1 19%, dfrtp_1 19%, edfxtp_1 16%"
  edf_count: 12
  postSynthSeqShare_pct: 54.55
  yosysChipArea_mm2: 0.002312
  avgSynthCellArea_um2: 12.77
  ff_type: "dfrtp_1"
  synth_stat.cells: 181
  ys.flops: 48
  yosysTopAreaCell: "dfrtn_1"
  most_common_cell: "mux2_2"
  synth.distinct_cells: 26
  top_area_share_pct: 19.48
finish:
  flop_area_mm2: 0.001261
  fillers: 712
  drive_above_1_share_pct: 17.80
  mi_logic_area_um2: 968.4
  post-route-util_pct: 40.27
  area_delta_synth_final_pct: 28.36
clocking:
  cts_tree: "done"
  cts_hold_buffers: 0
  clkLatencyLatePin_ps: 460
  path_clk_slew_ps: 80
worst_setup_path:
  path_buffers: 1
  critPathLaunchType: "flip-flop"
  crit_slowest_cell: "dfrtn_1"
  worstPathCellList: "buf_2"
  criticalPathCategory: "reg2out"
  crit_path_start: "u2.miso"
  rr_worst_depth: 4
  max_stage_delay_ps: 420
  endpoint_kind: "output port"
  regToRegSetupSlack_ps: 130
  critPathRequiredTime_ps: 2080
  arrival_ps: 2230
  crit_family: "flip-flops"
  r2r_start: "u2.miso"
  cp_max_fo: 2
  timing.rr.end: "u1.data_receive[3]"
placed_design:
  post-place-ws_ps: -402.7
  place_hpwl_um: 2756
  gp_congestion: 0.7979
  port_buffers: 40
run:
  log.warning_count: 34
  maxCapViolations: 0
hold_path:
  holdCritPathClass: "in2async"
-- worst reg2reg max path: cells and delay by family (launching register included) --
family / cells / cell delay, ps
and+or+nand+nor: 2 / 400
buffers and inverters: 1 / 130
AOI/OAI and AO/OA: 1 / 150
DFF: 1 / 420
-- how the worst max path moves through the flow --
stage,end,slack [ps],cells past startpoint
CTS,miso,-170,1
global route,miso,-180,1
finish,miso,-150,1
-- state kept, by name (all words and copies together), names as in the netlist, 3 cells and up --
| register | count |
|---|---|
| u2.count_send | 3 |
| u2.data_receive | 8 |
| u2.data_sent | 8 |
| u1.count_receive | 3 |
| u1.data_sent | 8 |
| u1.count_send | 3 |
| u2.count_receive | 3 |
| u1.data_receive | 8 |
-- per-layer routing --
metal | part of all wire (%) | up-vias
met5 | 0 | -
met4 | 1.5 | 0
met3 | 5.4 | 6
met2 | 44 | 40
met1 | 49 | 675
li1 | - | 746
-- power by group through the flow --
stage | Clock [mW] | Combinational, mW | Sequential [mW]
after CTS | 0.622 | 0.536 | 1.09
after global routing | 0.662 | 0.599 | 1.12
final | 0.591 | 0.528 | 1.09
-- cells by family after synthesis --
kind of cell | share of synthesized area, %
AOI/OAI and AO/OA | 6.169
adders and majority gates | 7.576
buffers and inverters | 3.571
DFF | 54.55
muxes | 15.15
and+or+nand+nor | 12.99
-- metrics by stage --
step                      cell area, µm²  hold WS [ps]  total power, mW  std cells
after detailed placement            2836         457.4            1.695        319
after floorplan                     2321         224.4            1.468        181
final                               2968         388.2            2.211        335
after global routing                2968         449.6            2.383        335
after global placement              2836         452.4            1.686        319
after CTS                           2968         409.8            2.253        335
-- cell type report --
class	instances	area share (%)
Tap cell	99	4.174
Clock inverter	8	1.054
Sequential cell	48	42.50
Timing Repair Buffer	44	14.33
Clock buffer	10	4.174
Multi-Input combinational cell	117	32.63
Inverter	9	1.138
-- what timing repair did --
item,CTS,global route
endpoints found under the setup margin,2,2
cloned,0,0
gates resized,6,0
setup buffers,0,0
-- layout by cell type (no fill, tap or decap), types with 2 or more instances in the layout --
master           synthesis  final
inv_1                   10     15
a32o_1                   2      2
dfrtn_1                 18     18
clkdlybuf4s50_1          0     37
nor2b_1                 10     10
o21ai_2                  2      2
nor2_1                   7      7
and2_1                  16     16
ha_1                    14     14
buf_4                    1      4
nand3_1                  2      2
nand4_1                  2      2
buf_2                    3      3
mux4_2                   2      2
a41oi_1                  2      2
clkbuf_8                 0      8
o2bb2ai_1                6      6
edfxtp_1                12     12
mux2_2                  20     20
nand2_1                 16     16
dfrtp_1                 18     18
mux2i_1                  8      8
a22o_1                   4      4
Power is estimated from default activity; no workload was simulated.
